File: /design/flow/design.v
`timescale 1ns/1ps
module top(clk, master, slave, led, an, seg, reset, switch, resume);
    input clk, reset, switch, resume;
    input [6:0] slave;
    output reg [5:0] led;
    output reg[3:0] an;
    output reg[7:0] seg;
    output [9:0] master;
    wire rst_db, rst_op, switch_db, switch_op, resume_db, resume_op;
    wire clk17, clk22;
    wire [9:0] player0_score, player1_score;
    wire [5:0] led_tmp;  
    wire [23:0] out_0, out_1;  
    reg [1:0]count;
    reg player;  
    clk_div #(.n(2**17-1)) clk_17 (clk, rst_op, clk17);
    clk_div #(.n(2**22-1)) clk_22 (clk, rst_op, clk22);
    debounce rstdb(clk, clk17, reset, rst_db);
    onepulse rstop(clk, clk22, rst_db, rst_op);
    debounce switchdb(clk, clk17, switch, switch_db);
    onepulse switchop(clk, clk22, switch_db, switch_op);
    debounce resumedb(clk, clk17, resume, resume_db);
    onepulse resumeop(clk, clk22, resume_db, resume_op);
    dartboard player_0( .clk(clk), .clk_board(clk22), .reset(rst_op), .switch(switch_op), .resume(resume_op), .slave(slave), .player(player),
                            .player_score(player0_score), .remain_times(led_tmp[2:0]) );
    dartboard player_1( .clk(clk), .clk_board(clk22), .reset(rst_op), .switch(switch_op), .resume(resume_op), .slave(slave), .player(~player),
                            .player_score(player1_score), .remain_times(led_tmp[5:3]) );
    segmentDisplay dis_0(.score(player0_score), .out(out_0));
    segmentDisplay dis_1(.score(player1_score), .out(out_1)); 
    assign master = 10'b0;
    always@(posedge clk) begin
        if(clk22) begin
            if(rst_op) begin
                player <= 1'b1;
            end
            else begin
                if(switch_op) player <= ~player;
                else    player <= player;
            end
        end
    end
    always@(*) begin
        if(player) begin
            led[2:0] = led_tmp[2:0];
            led[5:3] = 3'b000;
        end
        else begin
            led[2:0] = 3'b000;
            led[5:3] = led_tmp[5:3];
        end
    end
    always @(posedge clk) begin
        if(clk17) begin
            if(rst_op) begin
                count <= 2'b0;
            end
            else begin
                count <= count+1'b1;
            end
        end
        else begin
        end
    end
    always @(*)begin
        if(player) begin
            case(count)
                2'b00:begin
                    seg = (player0_score==10'd0)? 8'b11110101 : out_0[7:0];  
                    an = 4'b1110;
                end
                2'b01:begin
                    if(player0_score<10'd10 && player0_score>10'd0) seg = 8'b11111111;
                    else if (player0_score==8'd0) seg = 8'b11110011;  
                    else seg = out_0[15:8];
                    an = 4'b1101;
                end
                2'b10:begin
                    seg = (player0_score==10'd0)? 8'b11100101 : out_0[23:16];  
                    an = 4'b1011;
                end
                2'b11:begin
                    seg = 8'b11111111;
                    an = 4'b0111;
                end
                default:begin
                    seg = 8'b11111111;
                    an = 4'b1111;
                end
            endcase
        end
        else begin
            case(count)
                2'b00:begin
                    seg = (player1_score==10'd0)? 8'b11110101 : out_1[7:0];
                    an = 4'b1110;
                end
                2'b01:begin
                    if(player1_score<10'd10 && player1_score>10'd0) seg = 8'b11111111;
                    else if (player1_score==10'd0) seg = 8'b11110011;
                    else seg = out_1[15:8];
                    an = 4'b1101;
                end
                2'b10:begin
                    seg = (player1_score==10'd0)? 8'b11100101 : out_1[23:16];
                    an = 4'b1011;
                end
                2'b11:begin
                    seg = 8'b11111111;
                    an = 4'b0111;
                end
                default:begin
                    seg = 8'b11111111;
                    an = 4'b1111;
                end
            endcase
        end
    end
endmodule
module segmentDisplay(score, out);
    input [9:0] score;
    output [23:0] out;
    wire [3:0] num_hun,num_ten,num_one;
    reg [7:0] hun, ten, one;
    assign num_hun = score/100;
    assign num_ten = score/10%10;
    assign num_one = score%10;
    assign out = {hun, ten, one};
    always @(*) begin
        case (num_hun)
            4'd0 : hun = 8'b11111111;	
            4'd1 : hun = 8'b10011111;                                                   
            4'd2 : hun = 8'b00100101;                                                   
            4'd3 : hun = 8'b00001101;                                                
            4'd4 : hun = 8'b10011001;                                                  
            4'd5 : hun = 8'b01001001; 
            4'd11: hun = 8'b11100101;                                                 
            default : hun = 8'b11111111;
        endcase
    end
    always @(*) begin
        case (num_ten)
            4'd0 : ten = 8'b00000011;	
            4'd1 : ten = 8'b10011111;                                                   
            4'd2 : ten = 8'b00100101;                                                   
            4'd3 : ten = 8'b00001101;                                                
            4'd4 : ten = 8'b10011001;                                                  
            4'd5 : ten = 8'b01001001;                                                  
            4'd6 : ten = 8'b01000001;   
            4'd7 : ten = 8'b00011111;   
            4'd8 : ten = 8'b00000001;   
            4'd9 : ten = 8'b00001001;
            4'd11: ten = 8'b11110011;
            default : ten = 8'b00000011;
        endcase
    end
    always @(*) begin
        case (num_one)
            4'd0 : one = 8'b00000011;	
            4'd1 : one = 8'b10011111;                                                   
            4'd2 : one = 8'b00100101;                                                   
            4'd3 : one = 8'b00001101;                                                
            4'd4 : one = 8'b10011001;                                                  
            4'd5 : one = 8'b01001001;                                                  
            4'd6 : one = 8'b01000001;   
            4'd7 : one = 8'b00011111;   
            4'd8 : one = 8'b00000001;   
            4'd9 : one = 8'b00001001;
            4'd11: one = 8'b11110101;
            default : one = 8'b11111111;
        endcase
    end
endmodule
module dartboard(clk, clk_board, reset, switch, resume, slave, player, player_score, remain_times);
    input clk, clk_board, reset, switch, resume, player;
    input [6:0] slave;
    output reg [9:0] player_score;
    output reg [2:0] remain_times;
    reg [2:0] state, next_state;
    reg [9:0] score, next_score;
    reg [2:0] next_remain;
    parameter WAIT = 3'b000;
    parameter CNT = 3'b001;
    parameter HOLD = 3'b010;
    parameter SWITCH = 3'b011;
    parameter FINISH = 3'b100;
    always@(posedge clk) begin
        if(clk_board) begin
            if(reset) begin
                state <= WAIT;
                player_score <= 10'd101;
                remain_times <= 3'b111;
            end
            else begin
                state <= next_state;
                player_score <= next_score;
                remain_times <= next_remain;
            end
        end
        else begin
        end
    end
    always@(*) begin
        if(player) begin
            case(state)
            WAIT:begin
                next_score = player_score;
                next_remain = remain_times;
                if(slave==7'b1011111)begin 
                    next_state = CNT;
                    score = 10'd2;
                end
                else if(slave==7'b1111101)begin 
                    next_state = CNT;
                    score = 10'd2;
                end
                else if(slave==7'b1101111)begin 
                    next_state = CNT;
                    score = 10'd1;
                end
                else if(slave==7'b1111011)begin 
                    next_state = CNT;
                    score = 10'd1;
                end
                else if(slave==7'b1110111)begin 
                    next_state = CNT;
                    score = 10'd10;
                end
                else if(slave==7'b0111111)begin 
                    next_state = CNT;
                    score = 10'd3;
                end
                else if(slave==7'b1111110)begin 
                    next_state = CNT;
                    score = 10'd3;
                end 
                else begin
                    next_state = WAIT;
                    score = 10'd0;
                end
            end
            CNT:begin
                next_score = (player_score>=score) ? player_score-score : player_score;
                if((player_score-score)==10'd0)begin
                    next_state = FINISH;
                end
                else begin 
                    if(remain_times==3'b111) begin
                        next_remain = 3'b011;
                        next_state = HOLD;
                    end
                    else if(remain_times==3'b011) begin
                        next_remain = 3'b001;
                        next_state = HOLD;
                    end
                    else if(remain_times==3'b001) begin
                        next_remain = 3'b000;
                        next_state = SWITCH;
                    end
                    else begin
                        next_remain = 3'b000;
                        next_state = HOLD;
                    end
                end
            end
            HOLD:begin
                next_score = player_score;
                next_remain = remain_times;
                next_state = (resume)?WAIT:HOLD;
            end
            SWITCH:begin 
                if(switch) begin
                    next_remain = 3'b111;
                    next_score = player_score;
                    next_state = WAIT;
                end else begin
                    next_remain = remain_times;
                    next_score = player_score;
                    next_state = SWITCH;
                end
            end
            FINISH:begin
                if(player_score==10'd0) next_remain = 3'b111;
                else    next_remain = 3'b111;
                next_score = player_score;
                next_state = FINISH;
            end
            default:begin
                next_remain = remain_times;
                next_score = player_score;
                next_state = state;
            end
            endcase
        end
        else begin
            next_remain = remain_times;
            next_score = player_score;
            next_state = state;
        end
    end
endmodule
module clk_div #(parameter n=(10**7-1)) (clk, rst, new_clk);
input clk, rst;
output new_clk;
reg [32-1:0] cnt;
wire [32-1:0] next_cnt;
    always@(posedge clk)begin
        if(rst) begin
            cnt <= 0;
        end
        else begin
            cnt <= next_cnt;
        end
    end
    assign next_cnt = (cnt==n)?0:cnt+1;
    assign new_clk = (cnt==0)?1'b1:1'b0;
endmodule
module debounce (clk, clk_db, btn, btn_debounced);
input clk, clk_db, btn;
output btn_debounced;
reg [2:0] dff;
    always@(posedge clk) begin
        if(clk_db) begin
            dff[2:1] <= dff[1:0];
            dff[0] <= btn;
        end
    end
    assign btn_debounced = (dff==3'b111) ? 1'b1 : 1'b0;
endmodule
module onepulse (clk, clk_op, btn_debounced, btn_onepulse);
input clk, clk_op, btn_debounced;
output reg btn_onepulse;
reg debounced_delay;
    always@(posedge clk) begin
        if(clk_op) begin
            btn_onepulse <= btn_debounced & (!debounced_delay);
            debounced_delay <= btn_debounced;
        end
    end
endmodule
File: /design/flow/run.sh
#!/bin/bash
# OpenROAD 26Q1-2900-gdf79404cd8, Yosys 0.63+post, stock flow scripts
make -C /OpenROAD-flow-scripts/flow DESIGN_CONFIG=/design/flow/config.mk WORK_HOME=/design/flow/orfs finish
File: /design/flow/config.mk
export PLATFORM = sky130hd
export DESIGN_NAME = top
export DESIGN_NICKNAME = top
export VERILOG_FILES = /design/flow/design.v
export SDC_FILE = /design/flow/constraint.sdc
export NUM_CORES = 4
export LEC_CHECK = 1
export CORE_UTILIZATION = 50
File: /design/flow/constraint.sdc
current_design top

set clk_period 9.7
set clk_io_pct 0.2

create_clock -name clk0 -period $clk_period [get_ports {clk}]

set non_clock_inputs [all_inputs -no_clocks]
set_input_delay [expr $clk_period * $clk_io_pct] -clock clk0 $non_clock_inputs
set_output_delay [expr $clk_period * $clk_io_pct] -clock clk0 [all_outputs]
==> job_summary.md <==
### Flow metrics

| Metric | Value |
|---|---|
| Setup_tns | 0 ps |
| Core footprint | approximately 0.024 sq mm |
| Slew @ Worst Pin | approximately 900 ps |
| Clk pin slew, worst setup/hold paths | around 60 ps |
| Placed insts | around 2000 |
| Critical-path top delay cell | or4_4 |
| Register pins left without a clock | 12 |
| CP Data Arrival Time | 7670 ps |
| Tool warnings | around 57 |
| Top cells by count, synth | nor2_1, nand2_1, a21oi_1 |
| Synth cell types | around 120 |
| Avg Inst Size Synth | 7.47 sq um |
| Run status | finished, final reports clean |
| I/O pin count | 39 |
| Post-synth ARST share | 0% |
| # DRC | 0 |
| CTS Buf Count | 17 |
| Hold Fails Final Rpt | 0 |
| Die Y | 160 microns |
| Row Count | approximately 57 |
| Gr busiest metal | met1 |
| Total Routing Usage GR | 25.8% |
| Max-slew headroom | 39.3% |
| Via count | between 10000 and 15000 |
| Avg WL per Cell | around 15 microns |
| Routed Antenna Nets | 0 |
| Max-cap violations | 0 |
| GRT met2 Usage | around 40% |
| Total die size | approximately 0.026 sq mm |
| Clock root buffer master | clkbuf_16 |
| Fillers | approximately 2100 |
| Top cell area share | approximately an eighth |
| Maximum clock path buffer count | 2 |
| Grt total ovfl | 0 |
| Met1 Use GR | 40.7% |
| Post-Syn Area | 0.0125 sq mm |
| First-pass GRT wire length | ~54000 microns |
| Worst hold slack | about 440 ps |
| Critical path class | reg2out |
| RSZ-0062 raised after global routing | yes |
| Initial antenna violation count | 0 |
| Max Clk Rate | about 100 MHz |
| Vias in the first global route | between 10000 and 15000 |
| Post-Layout Cell Count | about 2100 |
| Antenna cells | 0 |
| Dpl hpwl | around 23000 microns |
| Warnings from Yosys | 7 |
| Routability congestion estimate | 0.955 |
| Number of DRC markers in iteration 0 | 929 |
| H-tree levels | 4 |
| Pre-antenna DRT Iters | 5 |
| Skew final | around 7 ps |
| Largest area contributor in the netlist | dfxtp_1 |
| CTS tree | built |
| Met3 Usage GRT | 3.26% |
| Max FO, Critical Path | 8 |
| Worst Hold Class | reg2reg |
| Yosys Instances | between 1500 and 2000 |
| Vias per cell | 5.84 |
| Crit-path max cell delay | 530 ps |
| Late-Pin Clk Latency | approximately 410 ps |
| # port buffers | 27 |
| Endpoints left unconstrained | 12 |
| Crit end category | primary output |
| Worst EP required | 7760 ps |
| Mapped Cells | between 1500 and 2000 |
| YS chip area | ~0.013 sq mm |
| Post-synth EDFFs | approximately 44 |
| Most used cell, CP | buf_4 |
| Final Max Tran Viols | 0 |
| Final Cycle Share | 99.1% |
| CP startpoint kind | flip-flop |
| Routed WL | roughly 32000 microns |
| Cell area leaders | dfxtp_1, edfxtp_1, nor2_1 |
| Pin count of the biggest net entering global routing | 37 |
| Floorplan Utilization | about half |
| Most used flip-flop cell | dfxtp_1 |
| Count leader, synth | nor2_1 |
| Layout Area Growth over Synthesis | 18.5% |
| Min Tclk post-route | around 9600 ps |
| Final setup violating endpoints | 0 |
| Layout cells sized above 1 | a little under a fifth |
| Die X | approximately 160 microns |
| Yosys reg bits | roughly 130 |
## stage by stage
step,utilization [%],instance area (sq um),setup slack [ps]
after floorplan,-,12500,13.1
after global placement,54.5,13300,70.0
after detailed placement,54.5,13300,-55.3
after CTS,58.5,14300,-78.4
after global routing,60.6,14800,-242
final,60.6,14800,92.1
## layout make-up
class                   instances  area, sq um  share of cell area, %
inverters                      87          339                   2.29
multi-input cells            1376         9270                   62.5
clock buffers                  18          433                   2.92
well taps                     324          405                   2.73
clock inverters                14          140                  0.945
flip-flops and latches        130         2980                   20.1
repair buffers                155         1260                   8.50
## cells in the final DEF (no fill, tap or decap), types with 12 or more instances in the layout
cell type	synthesis	final
edfxtp_1	44	44
nand3_1	75	75
and2_1	19	18
nor2b_1	25	24
buf_4	15	121
or2_2	21	20
xnor2_1	50	49
nor3_1	59	54
and3_1	29	29
dlxtn_1	12	12
nor4_1	23	21
nand2_1	144	142
clkbuf_16	0	17
clkdlybuf4s50_1	0	24
mux2i_1	23	22
inv_1	79	76
nor2_1	215	209
a31oi_1	18	15
o21ai_0	100	95
ha_1	56	48
dfxtp_1	74	74
o211ai_1	14	14
a21oi_1	113	108
nand4_1	22	22
xor2_1	44	44
nand2b_1	14	12
## critical path, delay by kind of cell (launching register included)
family | cells | cell delay, ps
AND-OR/OR-AND | 12 | 2260
adder cells (fa/ha/maj) | 2 | 480
buffers and inverters | 11 | 1510
flip-flops | 1 | 390
AND/OR/NAND/NOR | 12 | 2580
## worst paths after layout
check	endpoint	start	cells past startpoint	slack [ps]
max reg2reg	player_0.state[0]$_DFF_P_	clk_22.cnt[24]$_SDFF_PP0_	7	6580
max	seg[6]	player_0.player_score[7]$_SDFFCE_PP0P_	37	90
min	rstdb.dff[2]$_DFFE_PN_	rstdb.dff[1]$_DFFE_PN_	0	440
min reg2reg	rstdb.dff[2]$_DFFE_PN_	rstdb.dff[1]$_DFFE_PN_	0	440
## state kept, by name, summed over array words and instances (netlist names), 2 cells and up
register	count
clk_17.cnt	32
clk_22.cnt	32
player_0.player_score	10
player_1.player_score	10
player_0.state	5
player_1.state	5
player_0.next_remain	3
player_0.remain_times	3
player_0.score	3
player_1.next_remain	3
player_1.remain_times	3
player_1.score	3
resumedb.dff	3
rstdb.dff	3
switchdb.dff	3
count	2
## kinds of logic (layout without fill, tap and decap cells)
logic type      after synthesis  in the layout  share of synthesized area, %
simple gates                730            730                          29.7
other cells                   2             11                        0.0600
compound gates              445            445                          24.4
fa+ha+maj                    64             64                          6.40
xor+xnor                     94             94                          6.58
mux                          32             32                          2.65
flops                       118            118                          22.4
latches                      12             12                          1.44
buf+inv                     178            274                          6.38
## repair_timing
| action | CTS | global route |
|---|---|---|
| setup endpoints to repair | 7 | 7 |
| hold buffers | 0 | 0 |
| resized | 52 | 65 |
| setup buffers | 22 | 33 |
| pin swaps | 24 | 60 |
## per-layer routing
layer / wire length (microns) / share of wire (%)
met1: 16400 / 51
met2: 14300 / 44
met5: 0 / 0
met4: 260 / 0.80
met3: 1360 / 4.2
